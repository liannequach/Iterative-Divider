==> flow/design.v <==
`timescale 1ns / 1ps
module Counter(
    input clk,
    input reset,
    input E,
    input sclr,
    output reg [2:0] Q,
    output zC
    );
assign zC = (Q == 3'd5) ? 1'b1 : 1'b0;
always@(posedge clk, posedge reset) begin
    if (reset) begin
        Q  <= 3'b0;
    end
    else if(E && sclr)
        Q <= 3'b0;
    else if (E && ~sclr && Q == 3'd5)
        Q <= 3'b0;  
    else if (E && ~sclr)      
        Q <= Q + 1'b1;    
end
endmodule
`timescale 1ns / 1ps
module FA_5bit(
    input [4:0] A,
    input [4:0] B,
    input cin,
    output  [4:0] Sum,
    output Cout
    );
assign {Cout, Sum} = A + B + cin;
endmodule
`timescale 1ns / 1ps
module FSM(
    input clk,reset,E,cout,zC,
    output reg LAB,EA,EC,sclrC,sclrR,LR,ER,done
    );
parameter
    RESET = 0,
    S1 = 1,
    S2 = 2,
    S3 = 3;
reg [1:0] present_state;
reg [1:0] next_state;
always@(*)
    case({present_state})
        RESET: begin                         
                LAB = 0;
                EA = 0;
                EC = 0;
                sclrC = 0;
                sclrR = 0;
                LR = 0;
                ER = 0;
                done = 0;
                next_state = S1;
               end                          
        S1: begin                            
                LAB =0 ;
                EA = 0;
                EC = 1;
                sclrC =1 ;
                sclrR = 1;
                LR = 0;
                ER = 1;
                done = 0;
                if(E) begin
                    next_state = S2;
                    LAB =1 ;
                    EA = 1;
                end      
                else
                    next_state = S1;      
            end
        S2: begin                           
                LAB =0 ;
                EA = 1;
                EC = 0;
                sclrC =0 ;
                sclrR = 0;
                LR = 0;
                ER = 1;
                done = 0;
                if(cout)
                    LR = 1 ;
                if(zC)
                    next_state = S3;
                else begin
                    EC = 1;
                    next_state = S2;    
                end                  
            end  
        S3: begin                          
                LAB = 0;
                EA = 0;
                EC = 0;
                sclrC = 0;
                sclrR = 0;
                LR = 0;
                ER = 0;
                done = 1;
                if(E)
                    next_state = S3;
                else
                    next_state = S1;      
            end
        default: next_state = RESET;               
    endcase
always@(posedge clk, posedge reset)
    if(reset)
        present_state <= RESET;            
    else
        present_state <= next_state;       
endmodule
`timescale 1ns / 1ps
module Iter_Div(A,B,E,reset,clk,R,Q,done);
    input [5:0] A;
    input [3:0] B;
    input E;
    input clk;
    input reset;
    output [5:0] Q;
    output [3:0] R;
    output done;
    wire [3:0] Q_reg;
    wire [4:0] Sum_FA;
    wire [2:0] Q_cnt;
FSM             Fsm(.clk(clk),.reset(reset),.E(E),.cout(cout),.zC(zC),.LAB(LAB),.EA(EA),.EC(EC),.sclrC(sclrC),.sclrR(sclrR),.LR(LR),.ER(ER),.done(done));
Register        Reg(.clk(clk),.reset(reset),.D(B),.Q(Q_reg),.E(LAB));
LShift_Reg_Clr  LS_C(.clk(clk),.reset(reset),.D(Sum_FA[3:0]),.sclr(sclrR),.s_L(LR),.E(ER),.w(Q[5]),.Q(R));
LShift_Reg      LS(.clk(clk),.reset(reset),.D(A),.s_L(LAB),.E(EA),.w(cout),.Q(Q));
Counter         Cnt(.clk(clk),.reset(reset),.E(EC),.sclr(sclrC),.Q(Q_cnt),.zC(zC));
FA_5bit         Fa5(.A({R,Q[5]}),.B(~({1'b0,Q_reg})),.cin(1'b1),.Cout(cout),.Sum(Sum_FA));
endmodule
`timescale 1ns / 1ps
module LShift_Reg(
    input clk,
    input reset,
    input [5:0] D,
    input s_L,
    input E,
    input w,
    output reg [5:0] Q
    );
    always@(posedge clk, posedge reset) begin
        if(reset)
            Q <= 6'b0;
        else begin
            if(s_L && E)
                Q <= D;
            else if(~s_L && E)
                Q <= {Q[4:0],w};     
        end              
    end
endmodule
`timescale 1ns / 1ps
module LShift_Reg_Clr(
    input clk,
    input reset,
    input [3:0] D,
    input sclr,
    input s_L,
    input E,
    input w,
    output reg [3:0] Q
    );
    always@(posedge clk, posedge reset) begin
        if(reset)
            Q <= 4'b0;
        else if(sclr && E)
            Q <= 4'b0;
        else
            if(s_L && E)
                Q <= D;
            else if(~s_L && E)
                Q <= {Q[3:0], w};                   
    end 
endmodule
`timescale 1ns / 1ps
module Register(
    input clk,
    input reset,
    input E,
    input [3:0] D,
    output reg [3:0] Q
    );
always @ (posedge clk, posedge reset)
if (reset) Q <= 4'b0; else
if (E) Q <= D;
endmodule
==> flow/run.sh <==
#!/bin/bash
# OpenROAD 26Q1-2900-gdf79404cd8, Yosys 0.63+post, stock flow scripts
make -C /OpenROAD-flow-scripts/flow DESIGN_CONFIG=/design/flow/config.mk WORK_HOME=/design/flow/orfs finish
==> flow/config.mk <==
export PLATFORM = sky130hd
export DESIGN_NAME = Iter_Div
export DESIGN_NICKNAME = Iter_Div
export VERILOG_FILES = /design/flow/design.v
export SDC_FILE = /design/flow/constraint.sdc
export NUM_CORES = 4
export LEC_CHECK = 1
export CORE_AREA = 10 10 113 113
export DIE_AREA = 0 0 123 123
==> flow/constraint.sdc <==
current_design Iter_Div

set clk_period 3.4
set clk_io_pct 0.2

create_clock -name clk0 -period $clk_period [get_ports {clk}]

set non_clock_inputs [all_inputs -no_clocks]
set_input_delay [expr $clk_period * $clk_io_pct] -clock clk0 $non_clock_inputs
set_output_delay [expr $clk_period * $clk_io_pct] -clock clk0 [all_outputs]
==> flow_summary.yaml <==
# yosys + openroad results
cts:
  holdBufCountCts: 0
  post-cts-setup-buffer-count: 0
  clockBufferDepth: 2
  cts_tree: "built"
  cts_resized: 0
  ctsHtreeMaxLevel: 1
  clock_latency_ns: 0.25
  cts_root_buf: "clkbuf_8"
  path_clk_slew_ns: 0.08
  cts_sinks: 21
  cts_buffers: 3
global_route:
  grt_max_degree: 22
  gr-total-overflow: 0
  track_usage: 0.0408
  grt_pass1_vias: 900
  grt_pass1_wl_um: 4900
  antenna_found_initial: 0
power:
  ir_worst_vdd_mv: 0.241
  power.density_nw_per_um2: 817
  total_power_mw: 1.28
  p_leak_nw: 0.623
routing:
  vias_per_cell: 3.25
  drc: 0
  first_pass_iters: 4
  dr_total_vias: 900
  antenna_cells: 0
  wire_per_inst_um: 10.7
  drt-initial-drc-count: 57
  wl_um: 2980
  ant_nets: 0
hold_path:
  hp-class: "reg2reg"
logic_synthesis:
  syn_area_um2: 1130
  yosysMostFrequentCell: "nand2_1"
  ys_seq_frac: 0.465
  postSynthAreaPerCell_um2: 9.69
  ys_cells: 117
  ys.warnings.count: 14
  edf_count: 0
  synthTopCellsByArea: "dfrtp_1, nand2_1, ha_1, o21ai_0, a22oi_1"
  ys.flops: 21
  synth_top_area_share: 0.442
  common_cells: "nand2_1, dfrtp_1, o21ai_0"
  synthCells: 117
  yosys_area_um2: 1130
  synth-main-ff-cell: "dfrtp_1"
  async_flop_share: 1.00
  synth_top_cell_by_area: "dfrtp_1"
  ys_types: 38
final_timing:
  setup_ws_ns: 1.16
  setup_violations: 0
  tightest_slew_ns: 0.733
  setup-tns-final_ns: 0
  final_max_slew_viol_count: 0
  period_minus_slack_ns: 2.24
  finalCritPeriodShare: 0.660
  hold_viol: 0
  skew_ns: 0.00144
  relSlewSlack: 0.509
  rsz0062_at_grt: "false"
  max_freq_mhz: 446
place:
  post_dp_cell_area_um2: 1520
  gp_congestion: 0.791
  hpwlAfterDp_um: 2390
  place_ws_ns: 0.893
  portBuffers: 23
final_layout:
  area_growth_pct: 38.2
  stdcell_area_um2: 1570
  largest_register_ffs: 6
  final_util: 0.152
  drive_gt1_frac: 0.0780
floorplan:
  die-area_um2: 15100
  pin_count: 24
  die.size.y_um: 123
  std_cell_rows: 37
  die_w_um: 123
  initial_core_util: 0.110
  core_um2: 10300
setup_path:
  crit_type: "in2reg"
  crit_path_end_kind: "register"
  arrival_ns: 2.39
  crit_fanout: 15
  start_kind: "input pin"
  worst_ep_required_time_ns: 3.54
run:
  drv_cap: 0
  log.warning_count: 26
status:
  status: "finished, final reports clean"
## logic make-up (layout without fill, tap and decap cells)
group           count (synthesis)  count (layout)  synth area share
compound gates                 32              32             0.206
xor+xnor                        1               1           0.00773
fa+ha+maj                       7               7            0.0839
buf+inv                        11              35            0.0408
flops                          21              21             0.465
mux                             1               1           0.00993
other cells                     1               1           0.00331
simple gates                   43              43             0.183
## path summary, 6_finish.rpt
kind	startpoint	end	slack (ns)	depth (start not counted)
worst max-delay path	E	LS.Q[0]	1.16	4
worst min-delay path	LS.Q[1]	LS.Q[1]	0.53	2
worst max register to register	Fsm.present_state[1]	LS.Q[0]	1.42	3
worst min register to register	LS.Q[1]	LS.Q[1]	0.53	2
max in group asynchronous	reset	Fsm.present_state[0]	2.37	3
min in group asynchronous	reset	Cnt.Q[1]	0.76	3
## where the power goes
part / internal (mW) / total [mW] / leakage [nW] / switching, mW
sequential: 0.362 / 0.485 / 0.256 / 0.124
combinational: 0.333 / 0.632 / 0.344 / 0.299
clock: 0.0834 / 0.162 / 0.0228 / 0.0789
## area by class of cell
cell class	count	area [um^2]
clock buffer	4	45.0
timing repair buffer	24	238
multi-input combinational	85	561
sequential	21	527
inverter	7	26.3
tap	136	170
fill	1146	8760
## metrics by stage
stage	std cells	hold slack, ns
floorplan	117	0.446
global placement	273	0.494
detailed placement	273	0.510
CTS	277	0.532
global route	277	0.550
finish	277	0.529
## worst max-delay path: stages
cell and delay, ns:
clkdlybuf4s50_1 0.52, nor4b_4 0.64, nor2_1 0.21, a221o_1 0.33
## layout by cell type (no fill, tap or decap), drive strengths merged, types with 3 or more instances in the layout
| cell | synthesis | final |
|---|---|---|
| nor2 | 7 | 7 |
| clkbuf | 2 | 4 |
| ha | 6 | 6 |
| or2 | 3 | 3 |
| o21ai | 9 | 9 |
| a22oi | 4 | 4 |
| a21oi | 3 | 3 |
| inv | 7 | 7 |
| nand2 | 24 | 24 |
| clkdlybuf4s50 | 0 | 23 |
| dfrtp | 20 | 20 |
## per-layer routing
layer / part of all wire / global-route usage / wire (um) / vias up
li1: - / - / - / 465
met1: 0.52 / 0.0622 / 1560 / 411
met2: 0.39 / 0.0542 / 1160 / 24
met3: 0.086 / 0.0180 / 256 / 0
met4: 0 / 0.00146 / 0 / 0
met5: 0 / 0 / 0 / -
No activity file was given, so power comes from the tool's default toggle rates.
